==> flow/design.v <==
`timescale 1ns / 1ps
module ex_id(
    input wire[31:0] id_aluop,
    input wire[31:0] id_reg1,
    input wire[31:0] id_reg2,
    input wire[4:0] id_wd,
    input wire id_wreg,
    input wire clk,
    output reg[31:0] ex_aluop,
    output reg[31:0] ex_reg1,
    output reg[31:0] ex_reg2,
    output reg[4:0] ex_wd,
    output reg ex_wreg
    );
    always@(posedge clk)begin
        ex_aluop<=id_aluop;
        ex_reg1<=id_reg1;
        ex_reg2<=id_reg2;
        ex_wd<=id_wd;
        ex_wreg<=id_wreg;
    end
endmodule
==> flow/run.sh <==
#!/bin/bash
# OpenROAD 26Q1-2900-gdf79404cd8, Yosys 0.63+post, stock flow scripts
make -C /OpenROAD-flow-scripts/flow DESIGN_CONFIG=/design/flow/config.mk WORK_HOME=/design/flow/orfs finish
==> flow/config.mk <==
export PLATFORM = sky130hd
export DESIGN_NAME = ex_id
export DESIGN_NICKNAME = ex_id
export VERILOG_FILES = /design/flow/design.v
export SDC_FILE = /design/flow/constraint.sdc
export NUM_CORES = 4
export LEC_CHECK = 1
export CORE_UTILIZATION = 30
==> flow/constraint.sdc <==
current_design ex_id

set clk_period 1.0
set clk_io_pct 0.2

create_clock -name clk0 -period $clk_period [get_ports {clk}]

set non_clock_inputs [all_inputs -no_clocks]
set_input_delay [expr $clk_period * $clk_io_pct] -clock clk0 $non_clock_inputs
set_output_delay [expr $clk_period * $clk_io_pct] -clock clk0 [all_outputs]
==> results.cfg <==
; generated from flow reports
[outcome]
status = completed

[setup_path]
cp-start-kind = flop
cp.arrival_ns = 0.78
cp-end-kind = output port
crit_type = flop to output port
cpLargestDelayFamily = flip-flops
crit_buf_inv = 1
path_max_fanout = 1
cp.required_ns = 0.80
slowest_delay_ns = 0.33
critical_path_cell_count = 1
worstPathCellList = buf_2
cpMaxStageDelayCell = dfxtp_2

[cells_and_area]
logic_area_um2 = 0
comb_cells = 0
final_cell_mix = clkdlybuf4s50_1 (102), buf_2 (102), dfxtp_1 (91)
syn2layout_area_growth_pct = 91.36
drive_gt1_share_pct = 39.75

[sta]
fin_crit_ns = 0.9812
tns_ns = 0
slew-limit-headroom_pct = 93.23
setup_viol = 0
finalMaxSlewViolations = 0
worstMarginPinSlew_ns = 0.1016
rsz0062_at_grt = true
period_used_pct = 98.12
hold_violations = 0
fmax_ghz = 1.019

[grt]
grt_max_degree = 17
grt_overflow = 0
grt_pass1_wl_mm = 8.997
antenna_found_initial = 0
grt_pass1_vias = 1535
grt_usage_pct = 17.98

[pwr]
ir_worst_vdd_mv = 0.9995
cellPowerDensity_nw_per_um2 = 1963
combPwrFrac_pct = 7.3
p_sw_uw = 1438
p_sw_share_pct = 18.75
power_frac_seq_pct = 56.3
p_int_uw = 6232
p_leak_uw = 0.001763
total_power_uw = 7670
p_clk_share_pct = 36.3

[flow_run]
drv_cap = 0
warning_count = 28

[clock_network]
cts_max_level = 3
cts_buffers = 9
cts_root_buf = clkbuf_8
cts.sinks = 102
ctsHoldBuffers = 0
cts_buffer_depth = 2
clk_pin_slew_worst_paths_ns = 0.09
tritoncts = done

[worst_hold_path]
holdPathEnd = ex_reg1[28]
hold_class = input pin to flop
min_from = id_reg1[28]
min_path_cells = 1

[synthesis]
ys_seq_share_pct = 100.0
ys_sh_xor_pct = 0
synth_warnings = 1
simple_gate_share_pct = 0
adder_share_pct = 0
avgSynthCellArea_um2 = 20.02
ys_types = 1
ys_area_um2 = 2042
ys_cells = 102
synth_flops = 102
netlist_instances = 102
ys_sh_mux_pct = 0
syn-cell-area_um2 = 2042
synth.cellmix.compoundShare_pct = 0

[drt]
wl_mm = 6.143
via_per_inst = 3.812
drc = 0
antennaDiodeCount = 0
routed-wl-met3_um = 785
wl_met1_mm = 1.937
drt_pre_antenna_iters = 21
vias = 1521
antenna_left = 0
maxUsedRoutingLayer = met4
wl_per_cell_um = 15.40
drt_first_iter_violations = 52
dr_wl_met2_mm = 3.269

[die]
fp_util_pct = 31.62
die_h_um = 84.50
coreArea_um2 = 6459
fp.dieArea_um2 = 7140
fp.dieW_um = 84.50
io_pins = 205
row_count = 29

[placement]
routabilityCongestion = 0.7768
port_buffers = 204
dpl.hpwl_mm = 5.032
through the flow:
stage / utilization, % / hold slack, ns / instance area [um^2] / instances / setup WS [ns]
CTS: 60.38 / 0.2643 / 3900 / 399 / -0.004604
global placement: 64.72 / 0.6489 / 4180 / 383 / -0.01450
floorplan: - / 0.2277 / 2042 / 102 / 0.5385
finish: 60.50 / 0.2796 / 3908 / 399 / 0.01877
global route: 60.50 / 0.2609 / 3908 / 399 / -0.01651
detailed placement: 64.72 / 0.6516 / 4180 / 383 / -0.01471
worst max path at each step:
stage           start           to  slack [ns]
4_1_cts   ex_reg2[19]  ex_reg2[19]      -0.005
5_1_grt   ex_reg2[10]  ex_reg2[10]       -0.02
6_report  ex_reg2[19]  ex_reg2[19]        0.02
sequential cells by signal, summed over array words and instances (netlist names):
register and flops:
ex_aluop 32, ex_reg1 32, ex_reg2 32, ex_wd 5, ex_wreg 1
cell families (layout without fill, tap and decap cells):
| group | Yosys count | after routing |
|---|---|---|
| buffers and inverters | 0 | 220 |
| DFF | 102 | 102 |
area by class of cell:
| cell class | count | area, um^2 |
|---|---|---|
| tap | 77 | 96.34 |
| timing repair buffer | 204 | 1531 |
| sequential | 102 | 2056 |
| clock buffer | 11 | 141.4 |
| clock inverter | 5 | 82.58 |
| fill | 546 | 2551 |
cells in the mapped netlist, drive strengths merged:
master  number  area share, %
dfxtp      102            100
power groups by stage:
| stage | Sequential (uW) | Clock, uW | Combinational, uW |
|---|---|---|---|
| 6_report | 4320 | 2790 | 564 |
| 5_1_grt | 4350 | 3030 | 610 |
| 4_1_cts | 4320 | 2870 | 575 |
metal layers:
layer / GRT usage (%) / up-vias
met1: 20.15 / 634
met2: 32.52 / 111
met3: 7.371 / 36
li1: - / 740
met4: 3.698 / 0
met5: 0 / -
what timing repair did:
| item | 4_1_cts | 5_1_grt |
|---|---|---|
| gates resized | 330 | 6 |
| endpoints found under the setup margin | 102 | 27 |
| buffers inserted | 0 | 0 |
Power is estimated from default activity; no workload was simulated.

**flow/design.v**
```verilog
`timescale 1ns / 1ps
module encoder_14_4(
    input wire[13:0] in,
    output wire[3:0] out
    );
    assign out=(in==14'b00_0000_0000_0001)?0:
               (in==14'b00_0000_0000_0010)?1:
               (in==14'b00_0000_0000_0100)?2:
               (in==14'b00_0000_0000_1000)?3:
               (in==14'b00_0000_0001_0000)?4:
               (in==14'b00_0000_0010_0000)?5:
               (in==14'b00_0000_0100_0000)?6:
               (in==14'b00_0000_1000_0000)?7:
               (in==14'b00_0001_0000_0000)?8:
               (in==14'b00_0010_0000_0000)?9:
               (in==14'b00_0100_0000_0000)?10:
               (in==14'b00_1000_0000_0000)?11:
               (in==14'b01_0000_0000_0000)?12:
               (in==14'b10_0000_0000_0000)?13:
               14;
endmodule
```
**flow/run.sh**
```bash
#!/bin/bash
# OpenROAD 26Q1-2900-gdf79404cd8, Yosys 0.63+post, stock flow scripts
make -C /OpenROAD-flow-scripts/flow DESIGN_CONFIG=/design/flow/config.mk WORK_HOME=/design/flow/orfs finish
```
**flow/config.mk**
```make
export PLATFORM = sky130hd
export DESIGN_NAME = encoder_14_4
export DESIGN_NICKNAME = encoder_14_4
export VERILOG_FILES = /design/flow/design.v
export SDC_FILE = /design/flow/constraint.sdc
export NUM_CORES = 4
export LEC_CHECK = 1
export CORE_AREA = 10 10 70 70
export DIE_AREA = 0 0 80 80
```
**flow/constraint.sdc**
```tcl
current_design encoder_14_4

set clk_period 2.7
set clk_io_pct 0.2

create_clock -name clk0 -period $clk_period

set non_clock_inputs [all_inputs -no_clocks]
set_input_delay [expr $clk_period * $clk_io_pct] -clock clk0 $non_clock_inputs
set_output_delay [expr $clk_period * $clk_io_pct] -clock clk0 [all_outputs]
```
==> reports/qor.yml <==
setup_path:
  cp_slowest_stage_delay_ns: 0.43
  critPathKind: "input pin to output port"
  critPathCaptureType: "output port"
  cpMaxStageDelayCell: "clkdlybuf4s50_1"
  critical_path.startpoint_type: "input pin"
  cp.arrival_ns: 2.08
  critical_path.cell_chain: "dlygate4sd2_1 > buf_4 > nor2b_2 > o21ai_2 > a2111oi_4 > a41oi_2 > clkdlybuf4s50_1"
  critPathRequiredTime_ns: 2.16
  worst-path-max-fanout: 4
floorplan:
  floorplan.io_pins: 18
  core-area_sq_um: 3420
  chip_height_um: 80
  initial_core_util: 0.108
  rows: 21
  fp.dieArea_sq_um: 6400
  die_x_um: 80
sta:
  maxSlewViolCount: 0
  finalCritPeriodShare: 0.970
  setup_viol_count_final: 0
  slew_headroom: 0.799
  hold_viol: 0
  hold-worst-slack_ns: 1.73
  max_freq_mhz: 382
  pnr_worst_setup_slack_ns: 0.0803
  timing_worst_slew_pin_value_ns: 0.299
  post-route-min-period_ns: 2.62
cells_and_area:
  flop_area_sq_um: 0
  syn_to_final_growth_pct: 105
  clock_buffer_count_in_the_final_layout: 0
  seq_cells: 0
  drive_gt1_frac: 0.341
power_and_ir_drop:
  vdd.ir_drop.worst_v: 0.0000413
  totalPowerFinal_mw: 0.0791
  powerDensity_nw_per_um2: 104
  p_leak_nw: 0.291
placement:
  gp_congestion: 0.875
  dpl.hpwl_mm: 1.15
  io_buffer_count: 18
  dpl_worst_slack_ns: -0.210
logic_synthesis:
  avg_inst_size_synth_sq_um: 7.26
  yosysUniqueCellTypes: 22
  synthTopCellsByArea: "xor2_1, nor4_4, o21ai_0"
  synth_top_area_share: 0.118
  yosys.area.top_type: "xor2_1"
  yosys_warnings: 0
  synthesis.area_sq_um: 370
  synthesis.instances: 51
  top_cells_by_instance_count_after_synthesis: "nand2_1, nor2_1, o21ai_0, xor2_1"
  ys_seq_frac: 0
  synth-area-yosys_sq_um: 370
  synth.yosys.num_cells: 51
hold_path:
  min_from: "in[6]"
  min_to: "out[0]"
  count_of_cells_along_the_worst_hold_path: 4
  worst_hold_path_type: "input pin to output port"
job:
  cap_violations: 0
  warnings: 32
routing:
  route.detailed.vias_per_inst: 3.90
  drcViolationCount: 0
  detailedRoute.firstIterationViolations: 52
  vias: 522
  postRouteAntennaNets: 0
  n_antenna_cell: 0
  routed_wl_mm: 1.37
  drt_pre_antenna_iters: 4
  wl_per_cell_um: 10.2
global_route:
  grt_util_met1: 0.0514
  global_route.usage.met2: 0.0674
  first_global_vias: 522
  maximum_number_of_pins_on_one_net_before_global_route_repair: 7
  global_route.usage.met3: 0.00795
  globalRoute.totalOverflow: 0
  grt.total_usage: 0.0390
  grt_most_used_layer: "met2"
  antenna_found_initial: 0
  global_route_wire_length_before_repair_mm: 2.17
outcome:
  run_status: "finished, final reports clean"
## final cells by class
type | instances | area (sq um)
tap | 46 | 57.6
fill | 380 | 2660
multi-input combinational | 51 | 393
timing repair buffer | 37 | 308
## layout by cell type (no fill, tap or decap)
cell type / n
nand3b_1: 2
buf_4: 19
o21ai_0: 7
nor3_1: 1
o32ai_1: 1
a2111oi_4: 1
o21ai_1: 2
xnor2_1: 1
clkdlybuf4s15_1: 1
xor2_1: 5
nor4_4: 3
nor2b_1: 2
and2_1: 1
o21ai_2: 1
nand2_2: 1
nor2_2: 2
and2b_1: 1
dlymetal6s2s_1: 1
clkdlybuf4s50_1: 2
nand2_1: 7
o2111a_1: 1
dlygate4sd2_1: 14
a31oi_1: 1
nor2b_2: 1
a211oi_2: 1
a41oi_1: 2
nor2_1: 6
a41oi_2: 1
## per-layer routing
metal,vias to the layer above,share of wire
met2,12,0.48
met4,0,0
met3,0,0.050
li1,268,-
met1,242,0.47
met5,-,0
## worst max-delay path by stage
stage                    end    from  slack (ns)  cells past startpoint
after CTS             out[1]   in[4]        0.03                      7
after global routing  out[1]  in[12]     -0.0005                      7
final                 out[1]  in[12]        0.08                      7
## power breakdown
part / total, mW / switching (mW) / internal [mW]
Combinational: 0.0791 / 0.0397 / 0.0394
Sequential: 0 / 0 / 0
Clock: 0 / 0 / 0
Total: 0.0791 / 0.0397 / 0.0394
## cell families (layout without fill, tap and decap cells)
kind of cell    after synthesis  count (layout)  synth area share
simple gates                 27              27             0.466
buf+inv                       0              37                 0
compound gates               18              18             0.392
xor+xnor                      6               6             0.142
## worst max-delay path: cells and delay by family
kind	cells	cell delay [ns]
buffers and inverters	3	0.84
AOI/OAI and AO/OA	3	0.54
and+or+nand+nor	1	0.15
## timing repair
action,CTS,global route
setup buffers,4,1
pin swaps,4,3
resized,18,4
hold buffers,0,0
endpoints found under the hold margin,0,0
endpoints found under the setup margin,4,2
## through the flow
stage,instances,util,cell area [sq um],TNS (ns)
floorplan,51,-,370,0
global placement,129,0.209,713,-0.685
detailed placement,129,0.209,713,-0.697
CTS,133,0.217,741,0
global route,134,0.222,758,-0.000533
finish,134,0.222,758,0
Power and IR drop assume default switching activity.
